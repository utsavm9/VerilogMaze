--- ./config.mk ---
export PLATFORM = sky130hd
export DESIGN_NAME = SevenSegment
export DESIGN_NICKNAME = SevenSegment
export VERILOG_FILES = /design/flow/design.v
export SDC_FILE = /design/flow/constraint.sdc
export NUM_CORES = 4
export LEC_CHECK = 1
export CORE_AREA = 10 10 70 70
export DIE_AREA = 0 0 80 80
--- ./constraint.sdc ---
current_design SevenSegment

set clk_period 3.4
set clk_io_pct 0.2

create_clock -name clk0 -period $clk_period [get_ports {hundredHz}]

set non_clock_inputs [all_inputs -no_clocks]
set_input_delay [expr $clk_period * $clk_io_pct] -clock clk0 $non_clock_inputs
set_output_delay [expr $clk_period * $clk_io_pct] -clock clk0 [all_outputs]
--- ./run.sh ---
#!/bin/bash
# OpenROAD 26Q1-2900-gdf79404cd8, Yosys 0.63+post, stock flow scripts
make -C /OpenROAD-flow-scripts/flow DESIGN_CONFIG=/design/flow/config.mk WORK_HOME=/design/flow/orfs finish
--- ./design.v ---
`timescale 1ns / 1ps
module SevenSegment(
    input hundredHz,
    input[3:0] digit0,
    input[3:0] digit1,
    input[3:0] digit2,
    input[3:0] digit3,
    output reg [7:0] seg,
    output reg [3:0] an
    );
    reg[1:0] counter = 0;
    reg[3:0] thisDigit;
    always @(posedge hundredHz) begin
        counter <= counter + 1;
        an <= 'b1111;
        case (counter)
            0: thisDigit <= digit0;
            1: thisDigit <= digit1;
            2: thisDigit <= digit2;
            3: thisDigit <= digit3;
            default: thisDigit = 11;
        endcase
        case (thisDigit)
            0: seg = 7'b100_0000;
            1: seg = 7'b111_1001;
            2: seg = 7'b010_0100;
            3: seg = 7'b011_0000;
            4: seg = 7'b001_1001;
            5: seg = 7'b001_0010;
            6: seg = 7'b000_0010;
            7: seg = 7'b111_1000;
            8: seg = 7'b000_0000;
            9: seg = 7'b001_0000;
            default: seg = 7'b111_1111;
        endcase
        case (counter)
            0: an <= 'b1110;
            1: an <= 'b0111;
            2: an <= 'b1011;
            3: an <= 'b1101;
        endcase
    end
endmodule
==> results.txt <==
Status: completed
Final worst slack: 1.39 ns
Longest Clk Path Bufs: 2
Die W: 80 microns
Setup WS pre-CTS: 1.10 ns
Post-CTS Setup Bufs: 0
Synthesized cell area: 603 sq um
Hpwl dp: 1260 microns
Avg Cell Area, Syn: 9.89 sq um
Layout Cells excl Fill: 137
Die footprint: 6400 sq um
Area reported by Yosys stat: 603 sq um
Final setup fails: 0
OpenROAD warning count: 30
Multi-input logic area: 294 sq um
Routed WL: 1490 microns
Num CTS Buffers: 3
Init Core Util: 17.7%
First-pass GRT wire length: 2480 microns
Crit end category: register
Design area: 950 sq um
Clock-pin slew on the worst setup and hold paths: 0.08 ns
PD cells: 312 nW/um^2
FF-to-FF Start: counter[1]
Total Routing Usage GR: 4.86%
GP Congestion: 0.826
Worst Path Buf+Inv: 2
Hold/Removal Path Class: reg -> reg
Unrepaired setup endpoints after global routing: false
Pin count of the biggest net entering global routing: 8
CTS resizes: 0
Distinct cells, synth: 20
Clock sink total: 13
Worst Hold Depth: 1
Top delay family on crit path: buffers and inverters
Routed Antenna Nets: 0
Crit-path cells: clkdlybuf4s50_1 > a222oi_1 > a21oi_1 > inv_1 > ha_1 > nand2_1 > nand3_1
Most numerous logic cell after layout: clkdlybuf4s50_1
R2R Path End: seg[3]
Tot Pwr: 0.296 mW
Endpoints failing hold: 0
Synthesis-to-finish area growth: 57.5%
GRT overflow: 0
Core footprint: 3420 sq um
Cell Rows: 21
Worst-path fanout max: 5
Initial antenna violation count: 0
Leakage power: 0.391 nW
Worst-margin pin slew: 0.467 ns
Post-route setup TNS: 0 ns
Final Max Tran Viols: 0
Post-Synthesis Cells: 61
Io pins: 29
Port Buffers: 27
Hold_sp: counter[0]
Via count: 528
Critical path data arrival time: 2.15 ns
Cells on worst reg2reg path: 7
Register area share after synthesis: 43.2%
Worst slew margin: 68.0%
CTS Hold Buffers Added: 0
Reg2reg setup slack: 1.55 ns
Placed cell area: 923 sq um
CP Class: in -> reg
Vert. Die Dim: 80 microns
Synth warn: 1
Registers, synthesis: 13
Starting DRT DRC Count: 56
CTS Root Cell: clkbuf_4
Layout cells sized above 1: 8.79%
Fillers: 369
Crit path time final: 2.01 ns
Antenna cells: 0
Maximum vdd ir drop: 0.123 mV
Cell total in the yosys stat output: 61
Initial DRT Pass Iterations: 5
# H-tree levels: 1
Clock Skew: 0.0121 ns
# DRC: 0
Startpoint type of the worst setup path: input pin
FF/Latch Area: 260 sq um
Clock Latency Late Sink: 0.27 ns
Top Layout Cells: clkdlybuf4s50_1, dfxtp_1, inv_1, ha_1
Max Clk Rate: 499 MHz
Worst path max stage delay: 0.46 ns
Ratio of final minimum period to clock period: 59.0%
Drt via density: 3.85
Placed cell count: 133
Critical Path RT: 3.55 ns
Max Cap Violations: 0
Worst Setup SP: digit1[0]
Hold EP: counter[0]
Fin util: 27.8%
CTS tree: built
Fin Hold WS: 0.470 ns
Routed len/inst: 10.9 microns
Worst path slowest cell: clkdlybuf4s50_1
Vias in the first global route: 532
==> registers in the layout (all words and copies together) (netlist names) <==
register,flops
counter,2
an,4
seg,7
==> worst max-delay path by stage <==
stage / endpoint / slack [ns] / cells after the start
4_1_cts: seg[3] / 1.39 / 7
6_report: seg[3] / 1.39 / 7
5_1_grt: seg[1] / 1.27 / 5
==> logic make-up (layout without fill, tap and decap cells) <==
group           count (synthesis)  in the layout  share of synthesized area (%)
flops                          13             13                           43.2
compound gates                 12             12                           13.9
buf+inv                        12             42                           8.09
simple gates                    9              9                           7.05
fa+ha+maj                       7              7                           14.5
mux                             7              7                           12.7
other cells                     1              1                          0.622
==> power by group <==
part	internal, mW	switching (mW)
logic	0.0308	0.0134
registers	0.158	0.00167
clock network	0.0454	0.0471
total	0.234	0.0621
==> per-layer routing <==
| layer | part of all wire [%] | up-vias | track usage [%] |
|---|---|---|---|
| met5 | 0 | - | 0 |
| met4 | 1.1 | 0 | 0.704 |
| li1 | - | 270 | - |
| met1 | 41 | 239 | 5.58 |
| met3 | 13 | 2 | 3.07 |
| met2 | 45 | 17 | 7.62 |
==> layout make-up <==
| cell class | instances | share of cell area, % |
|---|---|---|
| multi-input combinational | 36 | 31.0 |
| timing repair buffer | 27 | 28.5 |
| sequential | 13 | 27.4 |
| tap | 46 | 6.06 |
| inverter | 11 | 4.35 |
| clock buffer | 4 | 2.77 |
==> synth_stat cells <==
cell type | instances | area (sq um)
dfxtp_1 | 13 | 260
inv_1 | 9 | 33.8
ha_1 | 7 | 87.6
a21oi_1 | 4 | 20.0
a222oi_1 | 4 | 40.0
mux2i_1 | 4 | 40.0
nand2_1 | 3 | 11.3
inv_2 | 2 | 7.51
mux2_2 | 2 | 22.5
nand3_1 | 2 | 10.0
o21ai_1 | 2 | 10.0
a211oi_1 | 1 | 7.51
a31oi_1 | 1 | 6.26
buf_4 | 1 | 7.51
conb_1 | 1 | 3.75
mux2i_2 | 1 | 13.8
nand4_1 | 1 | 6.26
nor2_1 | 1 | 3.75
nor2b_1 | 1 | 6.26
nor3_1 | 1 | 5.00
Power and IR drop assume default switching activity.
