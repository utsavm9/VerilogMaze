[/design/flow/design.v]
`timescale 1ns / 1ps
module Clocks(
    input clk,
    input rst,
    output reg oneHz,
    output reg hundredHz,
    output reg onePulse,
    output wire clock25M,
    output reg pulse05H
    );
    reg [27:0] counter05H;
    reg [1:0]  counter25M;
    reg [16:0] hundredCounter;
    reg [26:0] oneCounter;
    assign clock25M = counter25M[1];
    always @(posedge clk) begin
        if (rst) begin
            hundredCounter <= 0;
            counter25M <= 0;
            counter05H <= 0; 
            oneCounter <= 0;
            oneHz = 0; 
            hundredHz = 0;
            pulse05H <= 0;
        end else begin
			hundredCounter <= hundredCounter + 1;
            if (hundredCounter >= 'd100_000) begin
                hundredHz = ~hundredHz;
				hundredCounter <= 1;
            end
            oneCounter <= oneCounter + 1;
            if (oneCounter >= 'd50_000_000) begin
                oneHz = ~oneHz;
                onePulse <= 1;
				oneCounter <= 1;
            end else begin
                onePulse <= 0;
            end
            counter25M <= counter25M + 1;
            counter05H <= counter05H + 1;
            if (counter05H >= 'd2) begin
                pulse05H <= 1;
                counter05H <= 1;
            end else begin
                pulse05H <= 0;
            end
        end
    end 
endmodule
[/design/flow/run.sh]
#!/bin/bash
# OpenROAD 26Q1-2900-gdf79404cd8, Yosys 0.63+post, stock flow scripts
make -C /OpenROAD-flow-scripts/flow DESIGN_CONFIG=/design/flow/config.mk WORK_HOME=/design/flow/orfs finish
[/design/flow/config.mk]
export PLATFORM = sky130hd
export DESIGN_NAME = Clocks
export DESIGN_NICKNAME = Clocks
export VERILOG_FILES = /design/flow/design.v
export SDC_FILE = /design/flow/constraint.sdc
export NUM_CORES = 4
export LEC_CHECK = 1
export CORE_UTILIZATION = 30
[/design/flow/constraint.sdc]
current_design Clocks

set clk_period 4.7
set clk_io_pct 0.2

create_clock -name clk0 -period $clk_period [get_ports {clk}]

set non_clock_inputs [all_inputs -no_clocks]
set_input_delay [expr $clk_period * $clk_io_pct] -clock clk0 $non_clock_inputs
set_output_delay [expr $clk_period * $clk_io_pct] -clock clk0 [all_outputs]
==> out/qor.csv <==
stage,metric,value,unit
routing,post-route antenna net violation count,0,
setup_path,Slowest cell on crit path,clkdlybuf4s50_1,
routing,WL/cell,9.77,um
setup_path,Crit Path Max Fanout,3,
timing,final worst setup slack,2.53,ns
timing,final worst path period need,2.17,ns
setup_path,crit path DAT,1.23,ns
die,I/O Pins,7,
clock_network,Late-Pin Clk Latency,0.34,ns
timing,fmax,461,MHz
clock_network,CTS tree,yes,
yosys,synthesized area per cell,9.95,um^2
routing,vias per std cell,4.33,
clock_network,hold buffers post-CTS,0,
yosys,synthesized area,2800,um^2
power_and_ir_drop,clock power share,40.3,%
yosys,Synth top area share,55.1,%
clock_network,htree depth,3,
die,die area,9710,um^2
placed_design,port bufs,6,
power_and_ir_drop,Seq pwr share,57.3,%
power_and_ir_drop,VDD IR max,0.173,mV
global_routing,total track usage,9.55,%
setup_path,CP Cell Sequence,clkdlybuf4s50_1,
power_and_ir_drop,Total Power,1.21,mW
setup_path,CP startpoint kind,flip-flop,
timing,RSZ-0062 raised after global routing,no,
timing,Clock Skews,0.0127,ns
routing,final WL,4200,um
yosys,register share after synthesis,56.2,%
power_and_ir_drop,Sw Share,21.8,%
clock_network,"Setup Fix Bufs, Post-CTS",0,
die,Die Y,98.5,um
global_routing,initial antenna violation count,0,
flow_run,OpenROAD warning count,30,
routing,drt pass-1 iters,15,
yosys,synth unique cells,35,
setup_path,crit-path max cell delay,0.49,ns
clock_network,clk sink count,78,
placed_design,hpwl dp,2740,um
final_layout,most frequent logic cell in the layout,dfxtp_1,
yosys,cells in synth_stat.txt,281,
timing,Slew headroom,39.4,%
final_layout,share of cells above drive strength 1,6.21,%
final_layout,Layout area overhead,16.1,%
outcome,status,"finished, final reports clean",
timing,Final TNS setup,0,ns
final_layout,"commonest non-fill, non-tap cells in the layout","dfxtp_1, nor2_1, xor2_1",
flow_run,max_cap viols,0,
clock_network,post-cts sizing count,0,
yosys,top cells by area,"dfxtp_1, xor2_1, nor2_1, xnor2_1, nand3_1",
global_routing,grt total ovfl,0,
power_and_ir_drop,Sw Pwr,0.263,mW
global_routing,pin count of the biggest net entering global routing,26,
power_and_ir_drop,leakage,1.23,nW
routing,DR iter-0 viols,54,
clock_network,Root Driver,clkbuf_8,
yosys,Ys Warns,1,
worst_hold_path,worst hold path class,reg2reg,
global_routing,number of global-route vias before repair,1824,
placed_design,placed instance area,3050,um^2
setup_path,CP endpoint kind,output port,
setup_path,CP bufs+invs,1,
die,Floorplan Utilization,31.5,%
clock_network,cts bufs inserted,9,
clock_network,"Reg clk slew, reported paths",0.08,ns
power_and_ir_drop,P_int,0.943,mW
routing,Diodes inserted,0,
timing,"Setup violations, final",0,
power_and_ir_drop,Comb power frac,2.4,%
yosys,Yosys Chip Area,2800,um^2
yosys,ys flops,78,
setup_path,crit path kind,reg2out,
die,die width,98.5,um
yosys,leading area contributor after synthesis,dfxtp_1,
setup_path,CP top delay family,buffers and inverters,
final_layout,non-filler instance count after layout,430,
final_layout,post-route cell area,3250,um^2
routing,via count,1860,
setup_path,WP data required,3.76,ns
die,row count,34,
die,Core Box Area,8890,um^2
yosys,Post-Synthesis Cells,281,
clock_network,CTS Buffer Depth,2,
placed_design,Placed Cells,414,
timing,period utilization,46.1,%
placed_design,GPL Wtd Cong,0.739,
timing,Final Hold Fails,0,
power_and_ir_drop,Power Density,372,nW/um^2
global_routing,first-pass GRT wire length,7560,um
timing,max-slew violations,0,
timing,Slew @ Worst Pin,0.902,ns
final_layout,fillcell total,861,
placed_design,"worst slack, placed",2.40,ns
routing,DRC viols,0,
cell type report:
cell class	instances	area, um^2	area share [%]
Clock buffer	10	128	3.93
Clock inverter	6	68.8	2.12
Inverter	10	37.5	1.16
Multi-Input combinational cell	211	1240	38.2
Sequential cell	78	1570	48.4
Tap cell	108	135	4.16
Timing Repair Buffer	7	67.6	2.08
metal layers:
layer	wire length, um	vias up	GRT usage, %
met5	0	-	0
met2	1860	17	15.3
met3	124	9	2.31
met1	2120	844	13.6
li1	-	990	-
met4	91	0	1.84
registers in the layout (all words and copies together), names as in the netlist:
signal and flops:
counter05H 28, oneHz 1, hundredCounter 17, hundredHz 1, onePulse 1, pulse05H 1
oneCounter 27, counter25M 2
cell usage after synthesis:
cell type,instances
nor3_1,3
a311o_1,1
o21ai_0,1
or4_1,1
a21oi_1,5
and3_1,8
nor2_1,50
a41oi_1,1
nand3_1,19
dfxtp_1,77
or2_2,1
nor4_2,1
nand2_1,14
and4_1,4
o21a_1,3
xnor2_1,11
mux2_2,1
ha_1,6
nor4_1,8
nor2b_1,2
clkbuf_1,4
buf_6,2
xor2_1,28
o21ba_2,1
nand4_1,10
o211ai_1,1
inv_1,10
a21o_1,1
o22a_1,1
and2_1,1
edfxtp_1,1
buf_2,1
o41ai_1,1
conb_1,1
or3_1,1
kinds of logic (layout without fill, tap and decap cells):
kind of cell	count (synthesis)	in the layout	share of synthesized area (%)
mux	1	1	0.403
buf+inv	17	33	2.86
xor+xnor	39	39	12.2
compound gates	16	16	4.07
other cells	1	26	0.134
fa+ha+maj	6	6	2.68
simple gates	123	123	21.4
flops	78	78	56.2
worst reg2reg max path, delay by kind of cell (launching register included):
| family | cells | cell delay [ns] |
|---|---|---|
| xor gates and xnor gates | 1 | 0.17 |
| adders and majority gates | 1 | 0.30 |
| DFF | 1 | 0.42 |
| and+or+nand+nor | 4 | 1.05 |
through the flow:
stage          util [%]  hold slack [ns]
2_1_floorplan         -            0.413
3_3_place_gp       34.3            0.422
3_5_place_dp       34.3            0.425
4_1_cts            36.5            0.436
5_1_grt            36.5            0.454
6_report           36.5            0.434
power by group through the flow:
stage	Combinational, mW	Clock [mW]	Sequential (mW)
CTS	0.0300	0.504	0.691
finish	0.0292	0.486	0.691
global route	0.0354	0.533	0.693
path summary, 6_finish.rpt:
| path | start | end | slack [ns] | cells after the start |
|---|---|---|---|---|
| worst max-delay path | oneHz$_SDFFE_PP0P_ | oneHz | 2.53 | 1 |
| worst min-delay path | counter25M[0]$_SDFF_PP0_ | counter25M[0]$_SDFF_PP0_ | 0.43 | 1 |
| worst max register to register | oneCounter[0]$_SDFF_PP0_ | oneCounter[24]$_SDFF_PP0_ | 2.67 | 6 |
| worst min register to register | counter25M[0]$_SDFF_PP0_ | counter25M[0]$_SDFF_PP0_ | 0.43 | 1 |
No activity file was given, so power comes from the tool's default toggle rates.
