`flow/config.mk`:
```
export PLATFORM = sky130hd
export DESIGN_NAME = horizontal_counter
export DESIGN_NICKNAME = horizontal_counter
export VERILOG_FILES = /design/flow/design.v
export SDC_FILE = /design/flow/constraint.sdc
export NUM_CORES = 4
export LEC_CHECK = 1
export CORE_AREA = 10 10 70 70
export DIE_AREA = 0 0 80 80
```
`flow/constraint.sdc`:
```
current_design horizontal_counter

set clk_period 2.9
set clk_io_pct 0.2

create_clock -name clk0 -period $clk_period [get_ports {clk}]

set non_clock_inputs [all_inputs -no_clocks]
set_input_delay [expr $clk_period * $clk_io_pct] -clock clk0 $non_clock_inputs
set_output_delay [expr $clk_period * $clk_io_pct] -clock clk0 [all_outputs]
```
`flow/design.v`:
```
`timescale 1ns / 1ps
module horizontal_counter( reset, clk, enable_v_counter, h_count );
    input            reset, clk;                      
    output reg       enable_v_counter;
    output reg [9:0] h_count;                         
    initial begin
        enable_v_counter <= 1'b0;
        h_count          <= 10'd0;
    end
    always @ (posedge clk or posedge reset) begin
        if( reset ) begin
            h_count <= 10'd0;
            enable_v_counter <= 1'b0;
	    end      
        else if (h_count < 10'd799) begin 
            h_count          <= h_count + 1'b1;
            enable_v_counter <= 1'b0;                
        end
        else begin
            h_count          <= 1'b0;                
            enable_v_counter <= 1'b1;                
        end
    end
endmodule
```
`flow/run.sh`:
```
#!/bin/bash
# OpenROAD 26Q1-2900-gdf79404cd8, Yosys 0.63+post, stock flow scripts
make -C /OpenROAD-flow-scripts/flow DESIGN_CONFIG=/design/flow/config.mk WORK_HOME=/design/flow/orfs finish
```
==> qor.log <==
INFO  worst_setup_path timing.critical_path.cells=clkdlybuf4s50_1
INFO  floorplanning  fp.dieW=80um
INFO  synth          yosys_register_bits=11
INFO  synth          yosysCellCount=50
INFO  worst_setup_path crit_fanout=8
INFO  detailed_routing antenna-diode-count=0
INFO  run_status     run_status=finished clean
INFO  pwr            clock_power_share=0.396
INFO  pwr            power.switching=53.3uW
INFO  pwr            pwr_density_cell=365nW/um^2
INFO  worst_hold_path hold_class=register to register
INFO  cells_and_area synthToLayoutAreaGrowth=39.9%
INFO  worst_setup_path kind_of_cell_with_the_highest_combined_delay_on_the_critical_path=buffers and inverters
INFO  clock_network  post_cts_buffers=0
INFO  worst_setup_path critical_path_data_required_time=2320ps
INFO  final_timing   timing.hold.ws=543ps
INFO  synth          postSynth.topFlopCell=sky130_fd_sc_hd__dfrtp_1
INFO  global_route   remaining_overflow_grt=0
INFO  detailed_routing dr.max_layer_used=met4
INFO  detailed_routing route.detailed.vias_per_inst=3.68
INFO  detailed_routing detailed_route_via_count=412
INFO  global_route   first_global_vias=401
INFO  worst_setup_path critPathBufInv=1
INFO  worst_setup_path end_kind=output port
INFO  clock_network  cts.sinks=11
INFO  synth          post_synth_tally_of_flip_flops_with_integrated_enable=0
INFO  clock_network  worst_setup_hold_path_clk_slew=70ps
INFO  final_timing   hold_viol=0
INFO  placed_design  dp_hpwl=886um
INFO  detailed_routing detail_route.wirelength=1180um
INFO  clock_network  cts-buffers-inserted=3
INFO  global_route   grt_use_total=0.0385
INFO  final_timing   finalSetupTns=0ps
INFO  detailed_routing postRouteAntennaNets=0
INFO  worst_setup_path crit_slowest_cell=sky130_fd_sc_hd__clkdlybuf4s50_1
INFO  clock_network  cts-htree-levels=1
INFO  synth          ys_chip_area=512um^2
INFO  detailed_routing drt-met1-wl=666um
INFO  worst_setup_path delay_of_the_slowest_cell_on_the_worst_path=530ps
INFO  flow_run       warnings=25
INFO  final_timing   fmax=535MHz
INFO  synth          most_frequent_cell_after_synthesis=sky130_fd_sc_hd__dfrtp_1
INFO  placed_design  placement.io_buffers=12
INFO  pwr            p_leak=0.000319uW
INFO  final_timing   period_minus_slack=1870ps
INFO  cells_and_area stdcell_count=112
INFO  synth          yosys-top-cells-area=sky130_fd_sc_hd__dfrtp_1 (54%), sky130_fd_sc_hd__nand3_1 (3.9%), sky130_fd_sc_hd__nor2_1 (3.7%)
INFO  detailed_routing dr_wl_met3=137um
INFO  detailed_routing drc=0
INFO  global_route   global_route_wire_length_before_repair=2000um
INFO  synth          yosys.stat.seqShare=0.538
INFO  synth          yosysWarningCount=1
INFO  floorplanning  coreArea=3420um^2
INFO  final_timing   rsz_0062_raised_after_global_routing=false
INFO  final_timing   setup-violations-final=0
INFO  worst_setup_path timing.setup.critical_path_class=register to output port
INFO  detailed_routing post_drt_wl_per_cell=10.5um
INFO  clock_network  clock_tree.root_cell=sky130_fd_sc_hd__clkbuf_4
INFO  synth          netlist-cell-type-count=23
INFO  cells_and_area drive_above_1_share=0.0606
INFO  final_timing   max_slew_margin=0.718
INFO  synth          asyncSetResetFlopFracSynth=1.00
INFO  synth          post-synth-top-area-cell=sky130_fd_sc_hd__dfrtp_1
INFO  floorplanning  io_pins=13
INFO  cells_and_area filler_cells=387
INFO  final_timing   fin_worst_skew=4.20ps
INFO  final_timing   period_utilization=0.645
INFO  detailed_routing drt-pass1-iter-count=3
INFO  global_route   grt_start_max_net_pins=12
INFO  flow_run       drv_cap=0
INFO  pwr            swShare=0.204
INFO  floorplanning  chip_area=6400um^2
INFO  synth          yosys-top-cells-count=sky130_fd_sc_hd__dfrtp_1 (11), sky130_fd_sc_hd__nor2_1 (5), sky130_fd_sc_hd__nand2_1 (4), sky130_fd_sc_hd__nand3_1 (4)
INFO  synth          top_area_frac=0.538
INFO  final_timing   worstMarginPinSlew=423ps
INFO  pwr            comb_power_share=0.017
INFO  clock_network  cts.hold.buffers_added=0
INFO  synth          syn-mean-instance-area=10.2um^2
INFO  synth          number_of_instances_in_the_synthesized_netlist=50
INFO  clock_network  clock_path_buffers=2
INFO  synth          synth.cell_area=512um^2
INFO  placed_design  placed_cell_count=108
INFO  pwr            irDropWorstVdd=0.000176V
INFO  detailed_routing met2RoutedLength=367um
INFO  clock_network  clock_tree_from_tritoncts=done
INFO  clock_network  post_cts.resized_instances=0
INFO  floorplanning  floorplanUtilization=0.150
INFO  global_route   number_of_antenna_violations_at_the_first_check_in_global_routing=0
INFO  pwr            seq_power_share=0.587
INFO  clock_network  clock.latency.late_pin=270ps
INFO  worst_setup_path worst-endpoint-arrival=1290ps
INFO  detailed_routing dr.first_iter.drc_count=11
INFO  floorplanning  num_rows=21
INFO  floorplanning  die.size.y=80um
INFO  final_timing   drv_slew=0
INFO  worst_setup_path cp-start-kind=register
INFO  placed_design  gp_routability_congestion=0.856
INFO  pwr            cell_internal_pwr=208uW
-- placed cells by master (no fill, tap or decap), drive strengths merged, types with 2 or more instances in the layout --
master         synthesis  layout
dfrtp                 11      11
nand4                  2       2
nand3                  4       4
nand2                  4       4
clkbuf                 0       4
and4                   2       2
nor2b                  2       2
nor2                   5       5
xnor2                  2       2
nor3                   2       2
clkdlybuf4s50          0      12
a21oi                  3       3
inv                    2       2
-- final cells by class --
class | instances | area, um^2 | area share
well taps | 46 | 57.6 | 0.0804
repair buffers | 12 | 120 | 0.168
clock buffers | 4 | 26.3 | 0.0367
multi-input cells | 37 | 229 | 0.320
inverters | 2 | 7.51 | 0.0105
flip-flops and latches | 11 | 275 | 0.385
-- final timing paths --
path | from | end | slack [ps] | cells past startpoint
max | h_count[4] | h_count[4] | 1030 | 1
min | h_count[0] | h_count[0] | 540 | 1
max reg2reg | h_count[0] | h_count[9] | 1490 | 4
min reg2reg | h_count[0] | h_count[0] | 540 | 1
max in group asynchronous | reset | h_count[8] | 2000 | 2
min in group asynchronous | reset | h_count[5] | 610 | 2
-- stage by stage --
step / instance area [um^2] / power (uW) / worst slack (ps) / utilization
floorplan: 512 / 159 / 1680 / -
global placement: 689 / 161 / 1350 / 0.202
detailed placement: 689 / 161 / 1340 / 0.202
CTS: 716 / 265 / 1030 / 0.210
global route: 716 / 271 / 972 / 0.210
finish: 716 / 261 / 1030 / 0.210
-- sequential cells by signal (all words and copies together) (netlist names) --
register,count
enable_v_counter,1
h_count,10
-- cells by family after synthesis --
group,Yosys count,synth area share
adders and majority gates,1,0.0244
xor gates and xnor gates,3,0.0514
AOI/OAI and AO/OA,9,0.120
muxes,1,0.0196
buffers and inverters,2,0.0147
DFF,11,0.538
and+or+nand+nor,23,0.232
-- per-layer routing --
metal / up-vias / global-route usage
met1: 185 / 0.0599
met2: 14 / 0.0425
met3: 2 / 0.0261
met5: - / 0
met4: 0 / 0.00176
li1: 211 / -
-- power by group through the flow --
stage,logic [uW],registers [uW],clock network [uW]
global route,5.00,153,113
CTS,4.59,153,107
finish,4.31,153,104
No activity file was given, so power comes from the tool's default toggle rates.
